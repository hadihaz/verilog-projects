$ cat flow/run.sh
#!/bin/bash
# OpenROAD 26Q1-2900-gdf79404cd8, Yosys 0.63+post, stock flow scripts
make -C /OpenROAD-flow-scripts/flow DESIGN_CONFIG=/design/flow/config.mk WORK_HOME=/design/flow/orfs finish
$ cat flow/config.mk
export PLATFORM = sky130hd
export DESIGN_NAME = ArithmeticCircuit4Bit
export DESIGN_NICKNAME = ArithmeticCircuit4Bit
export VERILOG_FILES = /design/flow/design.v
export SDC_FILE = /design/flow/constraint.sdc
export NUM_CORES = 4
export LEC_CHECK = 1
export CORE_AREA = 10 10 70 70
export DIE_AREA = 0 0 80 80
$ cat flow/constraint.sdc
current_design ArithmeticCircuit4Bit

set clk_period 3.6
set clk_io_pct 0.2

create_clock -name clk0 -period $clk_period

set non_clock_inputs [all_inputs -no_clocks]
set_input_delay [expr $clk_period * $clk_io_pct] -clock clk0 $non_clock_inputs
set_output_delay [expr $clk_period * $clk_io_pct] -clock clk0 [all_outputs]
$ cat flow/design.v
module ArithmeticCircuit4Bit (D,Cout,A,B,Cin,S0,S1);
    input [3:0] A, B;
    input Cin, S0, S1;
    output [3:0] D;
    output Cout;
    wire [3:0] nB ,Y, C;
    TwoComplementCalculator tcc(.Aout(nB),.A(B),.cin(0),.E(1));
    MUX4_1 mux0 (.Y(Y[0]),.i0(B[0]),.i1(nB[0]),.i2(0),.i3(1),.S0(S0),.S1(S1));
    MUX4_1 mux1 (.Y(Y[1]),.i0(B[1]),.i1(nB[1]),.i2(0),.i3(1),.S0(S0),.S1(S1));
    MUX4_1 mux2 (.Y(Y[2]),.i0(B[2]),.i1(nB[2]),.i2(0),.i3(1),.S0(S0),.S1(S1));
    MUX4_1 mux3 (.Y(Y[3]),.i0(B[3]),.i1(nB[3]),.i2(0),.i3(1),.S0(S0),.S1(S1));
    FA FA0 (.D(D[0]),.Cout(C[1]),.X(A[0]),.Y(Y[0]),.Cin(Cin));
    FA FA1 (.D(D[1]),.Cout(C[2]),.X(A[1]),.Y(Y[1]),.Cin(C[1]));
    FA FA2 (.D(D[2]),.Cout(C[3]),.X(A[2]),.Y(Y[2]),.Cin(C[2]));
    FA FA3 (.D(D[3]),.Cout(Cout),.X(A[3]),.Y(Y[3]),.Cin(C[3]));
endmodule
module TwoComplementCalculator(Aout, A, cin, E);
  input  [3:0] A;
  input  cin, E;
  output [3:0] Aout;
  wire y0,y1,y2,y3,c0,c1,c2;
  assign y0 = E & cin;
  assign Aout[0] = A[0] ^ y0;
  assign c0=A[0] | cin;
  assign y1 = E & c0;
  assign Aout[1] = A[1] ^ y1;
  assign c1=A[1] | c0;
  assign y2= E & c1;
  assign Aout[2] = A[2] ^ y2;
  assign c2=A[2] | c1;
  assign y3 = E & c2;
  assign Aout[3] = A[3] ^ y3;
endmodule
module MUX4_1(Y,i0,i1,i2,i3,S0,S1);
    input i0,i1,i2,i3,S0,S1;
    output Y;
    reg Y;
    always @(i0 or i1 or i2 or i3 or S0 or S1) begin
        case ({S1,S0})
            2'b00 :Y =i0;
            2'b01 :Y =i1;
            2'b10 :Y =i2;
            2'b11 :Y =i3;
        endcase
    end
endmodule
module FA(D,Cout,X,Y,Cin);
    input  X,Y,Cin;
    output D,Cout;
    assign {Cout,D}=X+Y+Cin;
endmodule
==> run summary <==
The layout was made with Yosys and OpenROAD.

The OpenROAD report gives the critical path a data arrival time of 2740 ps. For reference, the most critical setup path is categorized as in2out. The synthesized design devotes to its leading area cell type 32.99% of total area. The fraction of power consumed by sequential logic is 0%. The number of distinct library cells after synthesis is 11. In the final layout, the share of cells above drive strength 1 is a little under a third. The total routing usage reported by global routing is 2.157%. The sum of routed wire length over all layers is slightly below 700 um. The post-route antenna net violation count is 0. Setup repair after global routing left no endpoint under its margin. Of the total power, the share spent switching nets is 36.39%. The chip area is ~6400 um2. The remaining global-route overflow is 0. Per the OpenROAD power report, leakage power amounts to around 0.00021 uW. The layout clock buffer count is 0. The register area is 0 um2. The peak ir drop on the vdd network is 37.74 uV. The die is 80 um tall. The switching component of the power was reported as 20.85 uW.

The HPWL reported at the end of detailed placement is 628.3 um. The summed instance area of the synthesized netlist is 242.7 um2. The transition time at the pin with the least slew margin is 189.4 ps. The class of the tightest hold or removal check is in2out. The library cell occupying the most area in the post-synthesis netlist is fa_1. The total cell area reported by yosys after synthesis is 242.7 um2. Along the worst hold path, the cell count comes to 3. The number of synthesis warnings is 11. The relative contribution of the clock network to total power is 0%. Including well taps, the total number of placed cells is 92. The initialized floorplan defines 21 standard-cell rows. In this run the horizontal extent of the chip is 80 um. According to the timing report, the data required time at the worst endpoint equals 2880 ps. Ranked by total cell area, the synthesized netlist is headed by fa_1, inv_1, buf_4, ha_1, o21a_1. Entering global routing, the biggest net connects 6 pins.

The total area of multi-input combinational cells is 187.7 um2. The power report lists cell-internal power as 36.45 uW. STA classifies the critical path startpoint as an input port.

The repair_antennas step left the layout with diodes totalling 0. The core utilization of the finished layout is a little over an eighth. The core footprint is 3416 um2. According to the report, the first pass of detailed routing completed in 3 iterations. The placement report lists the number of port buffers as 16. The share of the Yosys chip area taken by registers is 0%. After its last routability iteration, the placer logged a weighted congestion of 0.7838. The count of sequential standard cells is 0.

The final routed DRC violation total is 0. The max-cap violation count is 0. Dividing the final minimum period by the clock period gives 96.16%. The violation tally from detailed-route iteration zero is 19.

The max-slew violation total from the final report is 0. The number of endpoints with negative hold slack in the final report is 0. STA classifies the critical path endpoint as a primary output.

Looking at the critical path, the highest net fanout was 2. The finished cells cover around 450 um2. The final routed wire length divided by cell count is roughly 7.5 um. The path with the worst hold slack has its endpoint at D[3]. The fill cell instance count of the final layout is ~400.

The gate count after technology mapping is 31. The synthesized area divided by synthesized cell count is just under 8 um2. The worst hold path begins at A[3]. The total tool warning count is 32. Setup violations remaining at the end of the flow were counted as 0. In this run the post-CTS setup repair buffer count came out at 0.

The number of global-route vias before repair came to ~240. The top achievable clock speed is slightly below 300 MHz. After synthesis, the design contains 31 cells according to Yosys. The first global-routing pass estimated between 1000 and 1500 um of wire.

Total power normalized to cell area comes to 126.2 nW/um2. The remaining max-slew budget at the tightest pin is roughly 87%. Combinational cells account for 100.0% of the total power.

The run finished with clean final reports. The count of non-filler cells in the finished layout is 92. The number of top-level pins is 16. The initial antenna violation count came to 0. Between the synthesized netlist and the finished layout, the area growth was recorded as 87.11%. The per-cell via count in the routed design is 2.576.

In the floorplan report the effective utilization is 7.106%. The clock period minus final worst setup slack is 3462 ps. In this run the cell area measured after placement is 452.9 um2.

The routed layout has 237 vias.
-- cell families after synthesis --
group / count (synthesis) / share of synthesized area, %
AND-OR/OR-AND: 6 / 17.53
adder cells (fa/ha/maj): 6 / 43.30
buffers and inverters: 16 / 30.93
multiplexers: 1 / 4.124
AND/OR/NAND/NOR: 2 / 4.124
-- metrics by stage --
step / hold WS (ps) / power, uW / setup WS, ps / setup TNS (ps)
global placement: 2495 / 64.43 / -607.7 / -1298
floorplan: 1554 / 32.55 / 257.7 / 0
finish: 2218 / 57.30 / 138.4 / 0
global route: 2272 / 70.10 / 22.88 / 0
detailed placement: 2495 / 64.39 / -619.4 / -1294
CTS: 2229 / 58.70 / 6.656 / 0
-- worst max-delay path by stage --
stage                 startpoint  endpoint  slack (ps)
after CTS                     S1      D[3]           7
after global routing        B[0]      D[3]          20
final                         S0      D[3]         140
-- cells in the mapped netlist (all sizes together) --
| master | count |
|---|---|
| o21a | 2 |
| ha | 2 |
| a32o | 1 |
| buf | 4 |
| nand2b | 1 |
| inv | 12 |
| a21oi | 2 |
| o21bai | 1 |
| nor2 | 1 |
| fa | 4 |
| mux2i | 1 |
-- metal layers --
layer / track usage (%) / routed length, um / share of wire [%]
met4: 0 / 0 / 0
met5: 0 / 0 / 0
met1: 2.870 / 341 / 49
met3: 1.136 / 119 / 17
met2: 3.210 / 230 / 33
-- worst max-delay path, cell delays in order --
cell and delay (ps):
dlygate4sd2_1 230, mux2i_2 90, fa_2 370, fa_2 380
fa_2 360, inv_2 60, fa_2 410, buf_2 120
-- final cells by class --
cell class / instances / area share, %
Timing Repair Buffer: 19 / 36.09
Inverter: 12 / 9.917
Multi-Input combinational cell: 15 / 41.32
Tap cell: 46 / 12.67
-- what timing repair did --
action                     4_1_cts  5_1_grt
resized                         18        4
hold buffers                     0        0
setup endpoints to repair        3        1
cloned                           0        0
pin swaps                        4        2
-- power by group through the flow --
stage	clock, uW	sequential, uW	combinational (uW)
after CTS	0	0	58.7
after global routing	0	0	70.1
final	0	0	57.3
-- cell usage in the layout (no fill, tap or decap), types with 2 or more instances in the layout --
| master | netlist | final |
|---|---|---|
| clkdlybuf4s50_1 | 0 | 7 |
| fa_2 | 0 | 4 |
| inv_2 | 0 | 2 |
| buf_4 | 4 | 3 |
| ha_1 | 2 | 2 |
| o21a_1 | 2 | 2 |
| dlygate4sd2_1 | 0 | 7 |
| inv_1 | 12 | 10 |
Power and IR drop assume default switching activity.
